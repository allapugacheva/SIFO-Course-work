## /design/flow/design.v

```verilog
module alu (
	input         [4:0] opcode,
	input  signed [9:0] op1,
	input  signed [9:0] op2,
	output logic signed  [9:0] res,
	output logic        s,   
	output logic        g    
);
	logic [3:0] op2_mod;
	assign op2_mod = op2 % 10;
	always_comb begin
		s = res[9];
		g = op1   > op2;
		case (opcode)
			5'b00101, 5'b00110: res =   op1 - 1'b1;
			5'b00111, 5'b01000: res =   op1 ^ op2;
			5'b01001, 5'b01010: res = ~(op1 & op2);
			5'b01011, 5'b01100: res = (op1 >> op2_mod) | (op1 << (10 - op2_mod));
			5'b10010          : res =   op1 + 1'b1;
			default           : res = 'z;
		endcase
	end
endmodule
module cpu (
	input         clk,
	input         rst,
	input         stall,
	output        m_write,
	output [13:0] m_inaddr,
	output [ 9:0] m_indata,
	output        m_read1,
	output [13:0] m_outaddr1,
	input  [ 9:0] m_outdata1,
	output        m_read2,
	output [13:0] m_outaddr2,
	input  [ 9:0] m_outdata2,
	output        m_read3,
	output [13:0] m_outaddr3,
	input  [ 9:0] m_outdata3,	
	output        m_read4,
	output [13:0] m_outaddr4,
	input  [ 9:0] m_outdata4,	
	output [13:0] D_PC,
	output [29:0] D_INSTR,
	output [ 9:0] D_OP1,
	output [ 9:0] D_OP2,
	output [13:0] D_INDEX,
	output [13:0] D_ADDR,
	output        D_G,
	output        D_S,
	output        D_OP1RE,
	output        D_OP2RE,
	output        D_RIRE,
	output        D_PCEN,
	output        D_REG1RE,
	output        D_REG2RE,
	output        D_REG3RE,
	output        D_REGWE,
	output        D_PCSRC,
	output        D_RESULTSRC,
	output [ 9:0] D_GPR1OUT,
	output [ 9:0] D_GPR2OUT,
	output [ 9:0] D_GPR3OUT,
	output [ 3:0] D_GPR2ADDR,
	output [ 3:0] D_GPR3ADDR,
	output [ 9:0] D_ALURES,
	output [ 9:0] D_RES,
	output        D_INSTRWRITE,
	output        D_PUSH,
	output        D_POP,
	output [ 9:0] D_STACKOUT,
	output [ 2:0] D_STATE,
	output        D_SF,
	output        D_GF,
	output        D_CLKEN,
	output [ 9:0] D_REG1,
	output [ 9:0] D_REG2,
	output [ 9:0] D_REG3,
	output [ 9:0] D_REG4,
	output [ 9:0] D_REG5,
	output [ 9:0] D_REG6,
	output [ 9:0] D_REG7,
	output [ 9:0] D_REG8,
	output [ 9:0] D_REG9,
	output [ 9:0] D_REG10,
	output [ 9:0] D_STACK1,
	output [ 9:0] D_STACK2,
	output [ 9:0] D_STACK3,
	output [ 9:0] D_STACK4,
	output [ 9:0] D_STACK5,
	output [ 9:0] D_STACK6,
	output [ 9:0] D_STACK7
);
	logic [13:0] pc;
	logic [29:0] instr;
	logic [13:0] mem_addr;
	logic [ 9:0] mem1_out, mem2_out, mem3_out, mem4_out;
	logic [ 9:0] op1, op2;
	logic [13:0] index, addr;
	logic        op1RE, op2RE, RiRE, pcEn, mem1RE, mem2RE, mem3RE, mem4RE, reg1RE, reg2RE, reg3RE, memWE, regWE;
	logic        pcSrc, resultSrc, memAddrSrc, instrWrite;
	logic [ 9:0] aluRes, res;
	logic        push, pop;
	logic [ 9:0] stack_out;
	logic clk_en, clk_in;
	assign clk_in = clk & clk_en & ~stall;
	always_ff @ (posedge clk_in or posedge rst)
		if (rst)
			clk_en <= 1'b1;
		else if (instr[29:25] == 5'b10011)
			clk_en <= 1'b0;
	always_ff @ (posedge clk_in or posedge rst)
		if (rst)
			pc <= 14'b10000000000000;
		else if (pcEn)
			pc <= pcSrc ? instr[13:0] : (pc + 2'b11);	
	always_comb begin
		addr = 'z;
		if (   instr[29:25] == 5'b00000
			 || instr[29:25] == 5'b00001
			 || instr[29:25] == 5'b01110
			 || instr[29:25] == 5'b01111
			 || instr[29:25] == 5'b10000
			 || instr[29:25] == 5'b10001 )
			addr = instr[13:0];
		else if (   instr[29:25] == 5'b00010
					|| instr[29:25] == 5'b00110
					|| instr[29:25] == 5'b00111
					|| instr[29:25] == 5'b01001
					|| instr[29:25] == 5'b01011
				   || instr[29:25] == 5'b10100 )
			addr = instr[13:0] + index;
	end
	assign res        = resultSrc ? op1 : (pop ? stack_out : aluRes);
	assign m_write    = memWE;
	assign m_inaddr   = addr;
	assign m_indata   = res;
	assign m_read1    = mem1RE;
	assign m_outaddr1 = pc;
	assign mem1_out = m_outdata1;
	assign m_read2    = mem2RE;
	assign m_outaddr2 = pc + 2'b01;
	assign mem2_out   = m_outdata2;
	assign m_read3    = mem3RE;
	assign m_outaddr3 = pc + 2'b10;
	assign mem3_out   = m_outdata3;
	assign m_read4    = mem4RE;
	assign m_outaddr4 = addr;
	assign mem4_out   = m_outdata4;
	always_ff @ (posedge clk_in or posedge rst)
		if (rst)
			instr <= '0;
		else if (instrWrite)
			instr <= { mem1_out, mem2_out, mem3_out };
	logic [9:0] gpr_in, gpr1_out, gpr2_out, gpr3_out;
	logic [3:0] gpr2_addr, gpr3_addr;
	always_comb begin
		gpr2_addr = 'z;
		if (op2RE & op1RE)
			gpr2_addr = instr[19:16];
		else
			case (instr[19:16])
				4'b1010: gpr2_addr = 4'b0001;  
				4'b1011: gpr2_addr = 4'b0011;  
				4'b1100: gpr2_addr = 4'b0101;  
				4'b1101: gpr2_addr = 4'b0111;  
				4'b1110: gpr2_addr = 4'b1001;  
			endcase
	end
	always_comb begin
		gpr3_addr = 'z;
		case (instr[19:16])
			4'b1010: gpr3_addr = 4'b0000;  
			4'b1011: gpr3_addr = 4'b0010;  
			4'b1100: gpr3_addr = 4'b0100;  
			4'b1101: gpr3_addr = 4'b0110;  
			4'b1110: gpr3_addr = 4'b1000;  
		endcase
	end
	gpr gpr_module (
		.clk      (clk_in),
		.rst      (rst),
		.write    (regWE),
		.inaddr   (instr[24:21]),
		.indata   (res),
		.read1    (reg1RE),	
		.outaddr1 (instr[24:21]),
		.outdata1 (gpr1_out),
		.read2    (reg2RE),
		.outaddr2 (gpr2_addr),
		.outdata2 (gpr2_out),
		.read3    (reg3RE),
		.outaddr3 (gpr3_addr),
		.outdata3 (gpr3_out),
		.D_REG1   (D_REG1),
		.D_REG2   (D_REG2),
		.D_REG3   (D_REG3),
		.D_REG4   (D_REG4),
		.D_REG5   (D_REG5),
		.D_REG6   (D_REG6),
		.D_REG7   (D_REG7),
		.D_REG8   (D_REG8),
		.D_REG9   (D_REG9),
		.D_REG10  (D_REG10)
	);
	always_ff @ (posedge clk_in or posedge rst)
		if (rst)
			op1 <= '0;
		else if (op1RE)
			op1 <= reg1RE ? gpr1_out : mem4_out;
	always_ff @ (posedge clk_in or posedge rst)
		if (rst)
			op2 <= '0;
		else if (op2RE)
			op2 <= reg2RE ? ( op1RE ? gpr2_out : gpr1_out ) : mem4_out;
	always_ff @ (posedge clk_in or posedge rst)
		if (rst)
			index <= '0;
		else if (RiRE)
			index <= { gpr2_out[3:0], gpr3_out };
	logic s, g;
	alu alu_module (
		.opcode (instr[29:25]),
		.op1    (op1),
		.op2    (op2),
		.res    (aluRes),
		.s      (s),
		.g      (g)
	);
	stack stack_module (
		.clk     (clk_in),
		.rst     (rst),
		.push    (push),
		.indata  (res),
		.pop     (pop),
		.outdata (stack_out),
		.D_STACK1(D_STACK1),
		.D_STACK2(D_STACK2),
		.D_STACK3(D_STACK3),
		.D_STACK4(D_STACK4),
		.D_STACK5(D_STACK5),
		.D_STACK6(D_STACK6),
		.D_STACK7(D_STACK7)
	);
	cu cu_module (
		.clk        (clk_in),
		.rst        (rst),
		.stall      (stall),
		.opcode     (instr[29:25]),
		.s          (s),
		.g          (g),
		.resultSrc  (resultSrc),
		.memWE      (memWE),
		.mem1RE     (mem1RE),
		.mem2RE     (mem2RE),
		.mem3RE     (mem3RE),
		.mem4RE     (mem4RE),
		.regWE      (regWE),
		.reg1RE     (reg1RE),
		.reg2RE     (reg2RE),
		.reg3RE     (reg3RE),
		.pcEn       (pcEn),
		.op1RE      (op1RE),
		.op2RE      (op2RE),
		.RiRE       (RiRE),
		.pcSrc      (pcSrc),
		.instrWrite (instrWrite),
		.push       (push),
		.pop        (pop),
		.D_STATE    (D_STATE),
		.D_SF       (D_SF),
		.D_GF       (D_GF)
	);
	assign D_PC         = pc;
	assign D_INSTR      = instr;
	assign D_OP1        = op1;
	assign D_OP2        = op2;
	assign D_INDEX      = index;
	assign D_ADDR       = addr;
	assign D_G          = g;
	assign D_S          = s;
	assign D_OP1RE      = op1RE;
	assign D_OP2RE      = op2RE;
	assign D_RIRE       = RiRE;
	assign D_PCEN       = pcEn;
	assign D_REG1RE     = reg1RE;
	assign D_REG2RE     = reg2RE;
	assign D_REG3RE     = reg3RE;
	assign D_REGWE      = regWE;
	assign D_PCSRC      = pcSrc;
	assign D_RESULTSRC  = resultSrc;
	assign D_GPR1OUT    = gpr1_out;
	assign D_GPR2OUT    = gpr2_out;
	assign D_GPR3OUT    = gpr3_out;
	assign D_GPR2ADDR   = gpr2_addr;
	assign D_GPR3ADDR   = gpr3_addr;
	assign D_ALURES     = aluRes;
	assign D_RES        = res;
	assign D_INSTRWRITE = instrWrite;
	assign D_PUSH       = push;
	assign D_POP        = pop;
	assign D_STACKOUT   = stack_out;
	assign D_CLKEN      = clk_en;
endmodule
module cu (
	input        clk,
	input        rst,
	input        stall,
	input  [4:0] opcode,
	input        s,
	input        g,
	output logic resultSrc,
	output logic memWE,
	output logic mem1RE,
	output logic mem2RE,
	output logic mem3RE,
	output logic mem4RE,
	output logic regWE,
	output logic reg1RE,
	output logic reg2RE,
	output logic reg3RE,
	output logic pcEn,
	output logic op1RE,
	output logic op2RE,
	output logic RiRE,
	output logic pcSrc,
	output logic instrWrite,
	output logic push,
	output logic pop,
	output logic [2:0] D_STATE,
	output logic       D_SF,
	output logic       D_GF
);
	enum logic [2:0] {
		FETCH_COMM,
		FETCH_REG,
		FETCH_MEM,
		EXECUTE
	} state, next_state;
	assign D_STATE = state;
	logic sf, gf;
	assign D_SF = sf;
	assign D_GF = gf;
	always_comb begin
		next_state = state;
		resultSrc  = 1'b0;
		memWE      = 1'b0;
		mem1RE     = 1'b0;
		mem2RE     = 1'b0;
		mem3RE     = 1'b0;
		mem4RE     = 1'b0;
		regWE      = 1'b0;
		reg1RE     = 1'b0;
		reg2RE     = 1'b0;
		reg3RE     = 1'b0;
		pcEn       = 1'b0;
		op1RE      = 1'b0;
		op2RE      = 1'b0;
		RiRE       = 1'b0;
		pcSrc      = 1'b0;
		instrWrite = 1'b0;
		push       = 1'b0;
		pop        = 1'b0;
		case (state)
			FETCH_COMM: begin
				mem1RE     = 1'b1;
				mem2RE     = 1'b1;
				mem3RE     = 1'b1;
				if (~stall) begin 
					instrWrite = 1'b1;
					pcEn       = 1'b1;
					next_state = FETCH_REG; 
				end
			end
			FETCH_REG: begin
				if (   opcode == 5'b00010
					 || opcode == 5'b00110
					 || opcode == 5'b00111
					 || opcode == 5'b01001
					 || opcode == 5'b01011
					 || opcode == 5'b10100) begin
					reg2RE = 1'b1;
					reg3RE = 1'b1;
					RiRE   = 1'b1;
				end
				if (   opcode == 5'b00001
					 || opcode == 5'b00010
					 || opcode == 5'b00011
					 || opcode == 5'b00101
					 || opcode == 5'b01000
					 || opcode == 5'b01010
					 || opcode == 5'b01100
					 || opcode == 5'b10001
					 || opcode == 5'b10010 ) begin
					reg1RE = 1'b1;
					op1RE  = 1'b1;
				end
				if (   opcode == 5'b00111
					 || opcode == 5'b01001
					 || opcode == 5'b01011 ) begin
					reg1RE = 1'b1;
					op2RE  = 1'b1;
				end
				if (   opcode == 5'b01000
					 || opcode == 5'b01010
					 || opcode == 5'b01100
					 || opcode == 5'b10001 ) begin
					reg2RE = 1'b1;
					op2RE  = 1'b1;
				end
				next_state = FETCH_MEM;
			end
			FETCH_MEM: begin
				if (   opcode == 5'b00000
					 || opcode == 5'b00110
					 || opcode == 5'b00111
					 || opcode == 5'b01001
					 || opcode == 5'b01011
					 || opcode == 5'b01110
					 || opcode == 5'b01111
					 || opcode == 5'b10000
					 || opcode == 5'b10100 ) begin
					mem4RE = 1'b1;
					op1RE  = 1'b1;
				end
				if (~stall) next_state = EXECUTE;
			end
			EXECUTE: begin
				if (   opcode == 5'b00000
			       || opcode == 5'b10100 ) begin
					resultSrc = 1'b1;
					regWE     = 1'b1;
				end
				else if (   opcode == 5'b00001
							|| opcode == 5'b00010 ) begin
					resultSrc = 1'b1;
					memWE     = 1'b1;
				end
				else if (opcode == 5'b00011) begin
					push      = 1'b1;
					resultSrc = 1'b1;
				end
				else if (opcode == 5'b00100) begin
					pop       = 1'b1;
					regWE     = 1'b1;
				end
				else if (   opcode == 5'b00101
							|| opcode == 5'b01000
							|| opcode == 5'b01010
							|| opcode == 5'b01100
							|| opcode == 5'b10010 ) begin
					regWE     = 1'b1;
				end
				else if (   opcode == 5'b00110
							|| opcode == 5'b00111
							|| opcode == 5'b01001
							|| opcode == 5'b01011 ) begin
					memWE     = 1'b1;		
				end
				else if (   opcode == 5'b01110 ) begin
					pcEn      = 1'b1;
					pcSrc     = 1'b1;
				end
				else if (   opcode == 5'b01111 && sf ) begin
					pcEn      = 1'b1;
					pcSrc     = 1'b1;
				end
				else if (   opcode == 5'b10000 && gf ) begin
					pcEn      = 1'b1;
					pcSrc     = 1'b1;
				end
				if (~stall) next_state = FETCH_COMM;
			end
		endcase
	end
	always_ff @ (posedge clk or posedge rst)
		if (rst) begin
			sf <= 1'b0;
			gf <= 1'b0;
		end
		else if (state == EXECUTE) begin
			if (   opcode == 5'b00101
				 || opcode == 5'b00110
				 || opcode == 5'b00111
				 || opcode == 5'b01000
				 || opcode == 5'b01001
				 || opcode == 5'b01010
				 || opcode == 5'b01011
				 || opcode == 5'b01100
				 || opcode == 5'b10010 )
				sf <= s;
			if (   opcode == 5'b10001 )
				gf <= g;
		end
	always_ff @ (posedge clk or posedge rst)
		if (rst)
			state <= FETCH_COMM;
		else
			state <= next_state;
endmodule
module gpr (
	input        clk,
	input        rst,
	input        write,	
	input  [3:0] inaddr,
	input  [9:0] indata,
	input        read1,
	input  [3:0] outaddr1,
	output [9:0] outdata1,
	input        read2,
	input  [3:0] outaddr2,
	output [9:0] outdata2,
	input        read3,
	input  [3:0] outaddr3,
	output [9:0] outdata3,
	output [9:0] D_REG1,
	output [9:0] D_REG2,
	output [9:0] D_REG3,
	output [9:0] D_REG4,
	output [9:0] D_REG5,
	output [9:0] D_REG6,
	output [9:0] D_REG7,
	output [9:0] D_REG8,
	output [9:0] D_REG9,
	output [9:0] D_REG10
);
	logic [9:0] registers [0:9];
	always_ff @(posedge clk or posedge rst)
		if (rst) begin
			for (int i = 0; i < 10; i++)
				registers[i] <= '0;
		end
		else if (write)
			registers[inaddr] <= indata;
	assign outdata1 = read1 ? registers[outaddr1] : 'z;
	assign outdata2 = read2 ? registers[outaddr2] : 'z;
	assign outdata3 = read3 ? registers[outaddr3] : 'z;
	assign D_REG1  = registers[0];
	assign D_REG2  = registers[1];
	assign D_REG3  = registers[2];
	assign D_REG4  = registers[3];
	assign D_REG5  = registers[4];
	assign D_REG6  = registers[5];
	assign D_REG7  = registers[6];
	assign D_REG8  = registers[7];
	assign D_REG9  = registers[8];
	assign D_REG10 = registers[9];
endmodule
module stack (
	input  clk,
	input  rst,
	input  push,
	input  [9:0] indata,
	input  pop,
	output [9:0] outdata,
	output [9:0] D_STACK1,
	output [9:0] D_STACK2,
	output [9:0] D_STACK3,
	output [9:0] D_STACK4,
	output [9:0] D_STACK5,
	output [9:0] D_STACK6,
	output [9:0] D_STACK7
);
	logic [9:0] data [0:6];
	logic [2:0] ptr;
	always_ff @(posedge clk or posedge rst)
		if (rst) begin
			ptr <= 'd7;
			for (int i = 0; i < 7; i++)
				data[i] <= '0;
		end
		else if (push & ptr > 'd0) begin
			data[ptr - 1'b1] <= indata;
			ptr              <= ptr - 1'b1;
		end
		else if (pop & ptr < 'd6) begin
			ptr              <= ptr + 1'b1;
		end
	assign outdata = pop & ptr < 'd7 ? data[ptr] : 'z;
	assign D_STACK1 = data[0];
	assign D_STACK2 = data[1];
	assign D_STACK3 = data[2];
	assign D_STACK4 = data[3];
	assign D_STACK5 = data[4];
	assign D_STACK6 = data[5];
	assign D_STACK7 = data[6];
endmodule
```

## /design/flow/run.sh

```bash
#!/bin/bash
# OpenROAD 26Q1-2900-gdf79404cd8, Yosys 0.63+post, stock flow scripts
make -C /OpenROAD-flow-scripts/flow DESIGN_CONFIG=/design/flow/config.mk WORK_HOME=/design/flow/orfs finish
```

## /design/flow/constraint.sdc

```tcl
current_design cpu

set clk_period 7.7
set clk_io_pct 0.2

create_clock -name clk0 -period $clk_period

set non_clock_inputs [all_inputs -no_clocks]
set_input_delay [expr $clk_period * $clk_io_pct] -clock clk0 $non_clock_inputs
set_output_delay [expr $clk_period * $clk_io_pct] -clock clk0 [all_outputs]
```

## /design/flow/config.mk

```make
export PLATFORM = sky130hd
export DESIGN_NAME = cpu
export DESIGN_NICKNAME = cpu
export VERILOG_FILES = /design/flow/design.v
export SDC_FILE = /design/flow/constraint.sdc
export NUM_CORES = 4
export LEC_CHECK = 1
export CORE_AREA = 10 10 314 314
export DIE_AREA = 0 0 324 324
```

==> git commit body <==
Log flow metrics for this revision

- First-pass detailed-route iteration total: 9
- 688 endpoints have no timing constraint.
- Post-synth tally of flip-flops with integrated enable: 0
- Of the cells placed in the final design, the portion with a size suffix greater than 1 is 9.56%.
* Via count of the first global-routing pass: 17900
- Transition time at the pin with the least slew margin: 0.947 ns
* Critical setup path kind: input pin to output pin
- Cycle use final: 63.4%
- Yosys reported that registers with async set or reset make up 100%.
* Synth top cells by count: 312 x sky130_fd_sc_hd__nand2_1, 251 x sky130_fd_sc_hd__dfrtp_1, 176 x sky130_fd_sc_hd__nor2_1
* Starting utilization of the core area: 20.0%
* Total negative slack: 0 ns
- Final standard cell utilization of the core: 26.4%
- In the post-route analysis, the smallest setup slack over all paths is 2.82 ns.
* Count of distinct cell types in the synthesized netlist: 118
- Die outline width: 324 microns
- For this block, the initial DRC count from the detailed router was 1740.
* Final setup viols: 0
* Peak supply drop: 0.0000295 V
- Required arrival time at the worst endpoint: 6.16 ns
* Placeable Area: 91700 sq um
- After detailed routing, the total wire length is 96400 microns.
- The floorplan step set the die height to 324 microns.
* Die area: 105000 sq um
* Count of pins over their slew limit: 0
* Count of unclocked register or latch pins: 256
- Status: complete, no violations
* Dominant cell type by area after synthesis: sky130_fd_sc_hd__dfrtp_1
* Gr usage total: 18.0%
* Setup repair after global routing missed its margin: no
- Tally of OpenROAD warnings: 52
* Maximum number of pins on one net before global-route repair: 88
- The internal portion of the total power is 368 uW.
* Wire length of the first global-routing pass: 137000 microns
- Worst hold-check slack: 4.57 ns
- In this run the remaining antenna-violating nets after routing total 0.
* HPWL Detailed: 77000 microns
- Top post-synthesis cells by area: sky130_fd_sc_hd__dfrtp_1 34%, sky130_fd_sc_hd__nand2_1 6.4%, sky130_fd_sc_hd__o21ai_0 4.7%, sky130_fd_sc_hd__ha_1 4.1%, sky130_fd_sc_hd__mux2_2 3.9%
- Area share of the leading cell type in the synthesized netlist: 34.2%
- The script computed the net switching share of total power as 54.4%.
- Path type of the worst min-delay path: input pin to output pin
- In this run the power spent charging and discharging nets is 439 uW.
* Mean Syn Cell Area: 8.53 sq um
- For this design the static power due to leakage is 9.42 nW.
- Antenna violations before repair: 8
- Post-CTS repair changed the size of 0 cells.
- For reference, the placement row count at floorplan is 111.
- Power after layout: 807 uW
- The total overflow left after global routing is 0.
- YS warnings: 15
- Static timing analysis puts the maximum clock frequency at 0.205 GHz.
- Headroom to the max-slew limit came out at 36.8%.
- Once placement finished, the instance area stood at 24200 sq um.
- Before CTS, the worst setup slack after placement is 2.83 ns.
- The script logs the ratio of routed vias to standard cells as 5.09.
- After detailed placement, the design holds a cell count of 3675.
* Worst Path Arrival: 3.34 ns
* I/O pin total: 479
- Ys flops: 256
* Finished layout cell area: 24200 sq um
- Kind of end point of the critical path: output pin
- After synthesis, the design contains 2151 cells according to Yosys.
* Buffers on Ports: 477
- Count of hold buffers inserted by post-cts repair: 0
- Number of hold violations in the final report: 0
- Count of unresolved DRC violations after routing: 0
- The cell area that synthesis handed to floorplanning was 18300 sq um.
- The critical path maximum fanout is 36.
- Post-CTS timing repair inserted 0 buffers for setup.
- For this sky-water flow run, the detailed-routed wirelength per cell is reported as 26.2 microns.
- Final std cells w/o fill: 3678
- Via count: 18700
- Post-synth the commonest register cell is sky130_fd_sc_hd__dfrtp_1.
- The worst setup path is launched from an input pin.
- The synthesis stats list as the most numerous cell sky130_fd_sc_hd__nand2_1.
* Chip area in the Yosys report: 18300 sq um
- The placement summary gives the final routability congestion estimate as 0.995.
* Syn-to-layout area delta: 31.7%
- Power per unit of standard cell area: 33.4 nW/um^2
* Max-cap check violation count: 0
- Per the layout report, the design carries 9798 filler cells.
* Register share after synthesis: 35.0%
- Synthesis produced 2151 cells.
- Time the worst path needs with I/O delays and setup: 4.88 ns
power groups by stage:
stage         sequential [mW]  combinational (mW)  clock, mW
global route            0.128               0.742          0
CTS                     0.125               0.686          0
worst paths after layout:
kind                   from      endpoint  cells past startpoint
worst min-delay path  stall  D_INSTRWRITE                      4
worst max-delay path  stall  D_INSTRWRITE                      4
flip-flops by register name, indices dropped and copies added (netlist names):
name and cells:
stack_module.data 70, cu_module.state 2, cu_module.sf 1, gpr_module.registers 100, index 14, op1 10, instr 30, clk_en 1
op2 10, cu_module.gf 1, stack_module.ptr 3, pc 14
cell usage in the layout (no fill, tap or decap), types with 8 or more instances in the layout:
cell type | synthesis | final
sky130_fd_sc_hd__mux2i_1 | 49 | 49
sky130_fd_sc_hd__a221oi_1 | 20 | 20
sky130_fd_sc_hd__xor2_1 | 12 | 12
sky130_fd_sc_hd__o21bai_1 | 14 | 14
sky130_fd_sc_hd__clkdlybuf4s50_1 | 0 | 477
sky130_fd_sc_hd__a21o_1 | 10 | 10
sky130_fd_sc_hd__nand2b_1 | 12 | 12
sky130_fd_sc_hd__o31ai_2 | 11 | 11
sky130_fd_sc_hd__nor2_1 | 176 | 174
sky130_fd_sc_hd__nor2b_1 | 20 | 19
sky130_fd_sc_hd__o21ai_0 | 174 | 172
sky130_fd_sc_hd__mux2_2 | 63 | 63
sky130_fd_sc_hd__nor3_1 | 30 | 30
sky130_fd_sc_hd__nand2_1 | 312 | 312
sky130_fd_sc_hd__and2_1 | 12 | 12
sky130_fd_sc_hd__a211oi_1 | 16 | 15
sky130_fd_sc_hd__buf_4 | 64 | 74
sky130_fd_sc_hd__ha_1 | 60 | 60
sky130_fd_sc_hd__o22ai_1 | 13 | 12
sky130_fd_sc_hd__a41oi_1 | 14 | 13
sky130_fd_sc_hd__a22oi_1 | 17 | 17
sky130_fd_sc_hd__inv_1 | 55 | 54
sky130_fd_sc_hd__xnor2_1 | 42 | 42
sky130_fd_sc_hd__o31ai_1 | 39 | 38
sky130_fd_sc_hd__dfrtp_1 | 251 | 251
sky130_fd_sc_hd__and3_1 | 13 | 13
sky130_fd_sc_hd__nand4_1 | 8 | 8
sky130_fd_sc_hd__a22o_1 | 12 | 12
sky130_fd_sc_hd__mux2_4 | 10 | 10
sky130_fd_sc_hd__nor4_1 | 11 | 9
sky130_fd_sc_hd__nand3_1 | 53 | 53
sky130_fd_sc_hd__a31oi_1 | 57 | 56
sky130_fd_sc_hd__a21oi_1 | 139 | 139
sky130_fd_sc_hd__a222oi_1 | 39 | 39
sky130_fd_sc_hd__o21ai_1 | 15 | 17
cell families after synthesis:
kind of cell    share of synthesized area [%]
simple gates                             17.0
compound gates                           25.3
buf+inv                                  7.23
flops                                    35.0
mux                                      7.97
fa+ha+maj                                4.43
xor+xnor                                 3.10
other cells                            0.0204
cell type report:
cell class                      count  area (sq um)  area share [%]
Sequential cell                   256          6410            26.5
Timing Repair Buffer              551          5330            22.1
Tap cell                         1186          1480            6.14
Inverter                           60           233           0.963
Multi-Input combinational cell   1622         10700            44.3
Antenna cell                        3          7.51          0.0311
critical path, stage by stage:
cell and delay (ns):
sky130_fd_sc_hd__clkdlybuf4s50_1 0.53, sky130_fd_sc_hd__nor2b_4 0.17, sky130_fd_sc_hd__buf_4 0.50, sky130_fd_sc_hd__clkdlybuf4s50_1 0.59
layer usage:
| layer | GRT usage (%) | part of all wire, % |
|---|---|---|
| met1 | 24.5 | 41 |
| met2 | 28.7 | 45 |
| met3 | 5.41 | 11 |
| met4 | 2.95 | 2.3 |
| met5 | 0 | 0.038 |
No activity file was given, so power comes from the tool's default toggle rates.
