--- design/flow/design.v ---
module arbitor (
	input        clk,
	input        rst,
	input        request1,
	input        request2,
	output logic grant1,
	output logic grant2,
	output [1:0] D_PRIORITY
);
	logic [1:0] masters_priority;
	always_ff @(posedge clk or posedge rst) begin
		if (rst)
			masters_priority <= 2'b01;
		else if (grant1 && ~request1)
			masters_priority <= 2'b01;
		else if (grant2 && ~request2)
			masters_priority <= 2'b10;
	end
	always_ff @(posedge clk or posedge rst) begin
		if (rst) begin
			grant1 <= 1'b0;
		end
		else if (~request1)
			grant1 <= 1'b0;
		else if (request1 & ~grant2)
			grant1 <= masters_priority[1] || ~request2;
	end
	always_ff @(posedge clk or posedge rst) begin
		if (rst) begin
			grant2 <= 1'b0;
		end
		else if (~request2)
			grant2 <= 1'b0;
		else if (request2 & ~grant1)
			grant2 <= masters_priority[0] || ~request1;
	end
	assign D_PRIORITY = masters_priority;
endmodule
--- design/flow/run.sh ---
#!/bin/bash
# OpenROAD 26Q1-2900-gdf79404cd8, Yosys 0.63+post, stock flow scripts
make -C /OpenROAD-flow-scripts/flow DESIGN_CONFIG=/design/flow/config.mk WORK_HOME=/design/flow/orfs finish
--- design/flow/config.mk ---
export PLATFORM = sky130hd
export DESIGN_NAME = arbitor
export DESIGN_NICKNAME = arbitor
export VERILOG_FILES = /design/flow/design.v
export SDC_FILE = /design/flow/constraint.sdc
export NUM_CORES = 4
export LEC_CHECK = 1
export CORE_AREA = 10 10 70 70
export DIE_AREA = 0 0 80 80
--- design/flow/constraint.sdc ---
current_design arbitor

set clk_period 1.7
set clk_io_pct 0.2

create_clock -name clk0 -period $clk_period [get_ports {clk}]

set non_clock_inputs [all_inputs -no_clocks]
set_input_delay [expr $clk_period * $clk_io_pct] -clock clk0 $non_clock_inputs
set_output_delay [expr $clk_period * $clk_io_pct] -clock clk0 [all_outputs]
==> run summary <==
Worst-path fanout max: 3
Core area: 3416 um2
Post-CTS Hold Fix Bufs: 0
# IOs: 8
DRC viols: 0
Global-route wire length before repair: 890 um
Port Buffers: 7
Vias: 166
Initial DRC count: 6
Critical Path End: D_PRIORITY[0]
Final worst path period share: 0.9294
Remaining antenna violation count after routing: 0
Clk buf depth: 2
Max-area cell share: 0.4255
# setup viols final: 0
RR Endpoint: grant2
Crit Path Class: reg2out
Relative slew slack: 0.8549
CP Buf/Inv Count: 1
Total track usage: 0.01879
Min-Delay Path Class: in2async
Peak supply drop: 0.0002212 V
CP Launch Type: flop
Non-Filler Instances: 73
N_diodes: 0
Worst-Margin Slew: 0.2177 ns
Mapped Area: 176.4 um2
Endpoints failing hold: 0
DRT Pass-1 Iters: 3
FP Rows: 21
Post-CTS repair timing setup buffer count: 0
Die W: 80 um
Tool warnings: 25
Worst path max stage delay: 0.53 ns
TritonCTS clock tree: yes
Fraction of layout cells with a size suffix above 1: 0.2222
Worst-Skew Late Latency: 0.24 ns
Top area cell types: dfrtp_1 43%, dfstp_2 15%, a221oi_2 8.5%
Req. time, crit path: 1.36 ns
Via density: 2.274
Register-to-register setup slack: 0.80 ns
RSZ-0062 raised after global routing: no
Vias in the first global route: 175
Ys flops: 4
Mapped Avg Cell Area: 11.03 um2
Yosys stat area: 176.4 um2
FF-to-FF Start: masters_priority[0]
Area leader, netlist: dfrtp_1
P per Cell Area: 1135 nW/um2
Clock-pin slew on the worst setup and hold paths: 0.04 ns
Status: completed
Cell Type Count: 11
Slew Limit Fails: 0
Clock Skews: 0.003934 ns
Critical path capture point type: primary output
YS warnings: 1
CP delay by family, top: flip-flops
CTS resizes: 0
GRT overflow: 0
Cts bufs inserted: 3
Ys cells: 16
Die Y: 80 um
P_leak: 0.1338 nW
Post-Route WL: 540 um
Syn Inst Count: 16
Crit. path cell count: 1
Layout area overhead: 87.23%
CTS H-tree lvls: 1
Largest net degree at the start of global routing: 7
Placed insts: 69
TritonCTS Sinks: 4
Setup TNS: 0 ns
Routed len/inst: 7.397 um
Max Cap Viol: 0
Die area: 6400 um2
Initial antenna violation count: 0
Fin crit period: 1.580 ns
Path depth of the worst reg2reg path: 2
CTS Root Cell: clkbuf_4
RePlAce Congestion: 0.7524
Initial Utilization: 0.05165
Crit path DAT: 1.24 ns
Slowest CP cell: dfstp_2
Origin of the worst setup path: masters_priority[0]
CP cell instances: clkdlybuf4s50_1
Peak Freq: 632.9 MHz
Seq share, synth: 0.5745
cell type report:
cell class / instances / area [um2]
well taps: 46 / 57.56
fillers: 404 / 3085
inverters: 5 / 18.77
clock buffers: 4 / 26.28
multi-input cells: 7 / 56.30
repair buffers: 7 / 70.07
flip-flops and latches: 4 / 101.3
Yosys cell counts, drive strengths merged:
cell    n
a221oi  1
a22o    1
a22oi   1
a311oi  1
dfrtp   3
dfstp   1
inv     5
nand2b  1
nor2    1
nor2b   1
stage by stage:
stage	total power (W)	cell area (um2)	setup slack [ns]	utilization	hold slack, ns
6_report	0.0003751	330.3	0.1199	0.09670	0.2871
5_1_grt	0.0004076	330.3	0.06649	0.09670	0.2899
4_1_cts	0.0003843	330.3	0.09674	0.09670	0.2841
3_5_place_dp	0.0002436	304.0	0.3616	0.08901	0.5389
3_3_place_gp	0.0002397	304.0	0.3648	0.08901	0.5351
2_1_floorplan	0.0001742	176.4	0.8541	-	0.1054
cells in the final DEF, fill, tap and decap left out:
cell / count
a311oi_1: 1
nand2b_1: 1
a221oi_2: 1
dfstp_2: 1
clkdlybuf4s50_1: 7
nor2_1: 1
a22oi_1: 1
clkbuf_4: 3
inv_1: 4
clkbuf_1: 1
dfrtp_1: 3
nor2b_1: 1
inv_2: 1
a22o_1: 1
how the worst min path moves through the flow:
| stage | cells after the start | slack (ns) | to | startpoint |
|---|---|---|---|---|
| CTS | 2 | 0.28 | grant1 | rst |
| global route | 2 | 0.29 | grant1 | rst |
| finish | 2 | 0.29 | grant1 | rst |
state kept, by name, summed over array words and instances, names as in the netlist:
name              flops
grant1                1
grant2                1
masters_priority      2
power breakdown:
part           internal, W  total [W]  switching, W
logic            0.0000637  0.0000932     0.0000295
registers         0.000125   0.000148     0.0000232
clock network    0.0000885   0.000134     0.0000455
total             0.000277   0.000375     0.0000982
metal layers:
layer | GRT usage | vias up | routed length, um
met5 | 0 | - | 0
met4 | 0.005282 | 0 | 19
met2 | 0.01204 | 11 | 100
li1 | - | 75 | -
met3 | 0.02500 | 5 | 114
met1 | 0.02739 | 75 | 305
kinds of logic after synthesis:
logic type             count (synthesis)  share of synthesized area
AND-OR/OR-AND                          4                     0.2270
buffers and inverters                  5                     0.1063
flip-flops                             4                     0.5745
AND/OR/NAND/NOR                        3                    0.09222
Power and IR drop assume default switching activity.
