## design/flow/design.v

```verilog
module dma (
	input         clk,
	input         rst,
	output        req,
	output [13:0] addr,
	input         grant,
	input  [ 9:0] indata,
	output [ 1:0] D_STATE,
	output [ 9:0] D_DATA
);
	enum logic [1:0] {
		IDLE,
		WAIT,
		READ
	} state, next_state;
	logic [12:0] random_addr;
	always_ff @ (posedge clk or posedge rst)
		if (rst)
			random_addr <= 13'b1;
		else if (state == IDLE)
			random_addr <= { random_addr[11:0], random_addr[11] ^ random_addr[7] ^ random_addr[3] };
	assign addr = { 1'b0, random_addr };
	logic [ 4:0] req_reg;
	always_ff @ (posedge clk or posedge rst)
		if (rst)
			req_reg <= 5'b1;
		else if (next_state == IDLE)
			req_reg <= { req_reg[3:0], req_reg[4] };
	assign req = req_reg[4];
	logic [ 9:0] data;
	always_ff @ (posedge clk or posedge rst)
		if (rst)
			data <= '0;
		else if (state == READ)
			data <= indata;		
	always_comb begin
		next_state = state;
		case (state)
			IDLE: if (req_reg[4]) next_state = WAIT;
			WAIT: if (grant)      next_state = READ;
			READ:                 next_state = IDLE;
		endcase
	end
	always_ff @ (posedge clk or posedge rst)
		if (rst)
			state <= IDLE;
		else
			state <= next_state;
	assign D_STATE = state;
	assign D_DATA  = data;
endmodule
```

## design/flow/run.sh

```bash
#!/bin/bash
# OpenROAD 26Q1-2900-gdf79404cd8, Yosys 0.63+post, stock flow scripts
make -C /OpenROAD-flow-scripts/flow DESIGN_CONFIG=/design/flow/config.mk WORK_HOME=/design/flow/orfs finish
```

## design/flow/config.mk

```make
export PLATFORM = sky130hd
export DESIGN_NAME = dma
export DESIGN_NICKNAME = dma
export VERILOG_FILES = /design/flow/design.v
export SDC_FILE = /design/flow/constraint.sdc
export NUM_CORES = 4
export LEC_CHECK = 1
export CORE_AREA = 10 10 107 107
export DIE_AREA = 0 0 117 117
```

## design/flow/constraint.sdc

```tcl
current_design dma

set clk_period 1.9
set clk_io_pct 0.2

create_clock -name clk0 -period $clk_period [get_ports {clk}]

set non_clock_inputs [all_inputs -no_clocks]
set_input_delay [expr $clk_period * $clk_io_pct] -clock clk0 $non_clock_inputs
set_output_delay [expr $clk_period * $clk_io_pct] -clock clk0 [all_outputs]
```

==> results_dict.tcl <==
# implementation run metrics
set metrics [dict create \
    status "completed" \
    dpl-instance-area_sq_um 1714 \
    setup_slack_ns 0.2177 \
    grt_pass1_vias 764 \
    worst-path-buf-inv 1 \
    rows 35 \
    clk_latency_ns 0.27 \
    io_buffers 38 \
    cp_cell_sequence "clkdlybuf4s50_1" \
    cts_tree "yes" \
    dieArea_sq_um 13690 \
    timing.final.crit_share 0.8854 \
    path_max_fanout 8 \
    track_usage 0.03892 \
    antenna_found_initial 0 \
    final_cell_area_sq_um 1823 \
    critPathTopFamily "buffers and inverters" \
    p_leak_uw 0.0007762 \
    wirelength_um 2651 \
    p_sw_frac 0.2638 \
    instances_no_fill 231 \
    chipWidth_um 117 \
    warnings 25 \
    rsz0062_at_grt "no" \
    max-vdd-ir-drop_mv 0.3147 \
    grt_max_degree 31 \
    gp_congestion 0.6654 \
    grt_first_pass_wirelength_um 4105 \
    fp_util 0.1316 \
    path_class "flop to output pin" \
    antenna_cells 0 \
    largest_reg_flops 13 \
    postCtsSetupRepairBufs 0 \
    drt-initial-drc-count 5 \
    syn2layout_area_growth_pct 50.67 \
    worstPathRequired_ns 1.52 \
    syn_inst 75 \
    hpwl_um 1976 \
    placed_cells 223 \
    skew_ns 0.005602 \
    place_ws_ns 0.4993 \
    p_per_area_nw_per_um2 1270 \
    drive_gt1_frac 0.2833 \
    setup_tns_ns 0 \
    clock_path_buffers 2 \
    setup_viol 0 \
    ys_seq_share 0.6225 \
    wl_per_cell_um 11.48 \
    power.switching_uw 610.6 \
    clkPwrFrac 0.271 \
    netlist_area_sq_um 1210 \
    ant_nets 0 \
    power_frac_seq 0.406 \
    yosysUniqueCellTypes 20 \
    syn_area_per_cell_sq_um 16.13 \
    htree_num_levels 2 \
    ys_cells 75 \
    crit_path_end_kind "output pin" \
    die_h_um 117 \
    path_clk_slew_ns 0.07 \
    maxCapViolCount 0 \
    cts_sinks 30 \
    vias 727 \
    vias_per_cell 3.147 \
    max_stage_delay_ns 0.54 \
    fin_crit_ns 1.682 \
    core_sq_um 9196 \
    fill_cells 1000 \
    utilization 0.1982 \
    max_freq_ghz 0.5944 \
    slowest_stage "clkdlybuf4s50_1" \
    postCtsHoldBufs 0 \
    yosysWarnings 1 \
    ys_area_sq_um 1210 \
    cts.repair.resized 0 \
    hp-class "flop to flop" \
    ios 40 \
    synth_flop_count 30 \
    grt.overflow.total 0 \
    drc 0 \
    p_comb_frac 0.323 \
    arrival_ns 1.30 \
    startpoint_type "flop" \
    drt_first_pass_iters 3 \
    finalHoldViolations 0 \
    internal_power_uw 1704 \
    root_buffer "clkbuf_8" \
    drv_slew 0 \
    cts_buffers 5 \
]
[cells by family after synthesis]
group	count (synthesis)	share of synthesized area
simple gates	4	0.02275
other cells	1	0.003099
flops	30	0.6225
compound gates	5	0.02689
buf+inv	7	0.03723
mux	26	0.2730
xor+xnor	2	0.01448
[cell type report]
cell class,count,area [sq um],area share
clock buffer,5,68.82,0.03775
sequential,30,753.2,0.4132
timing repair buffer,40,395.4,0.2169
clock inverter,3,40.04,0.02196
tap,111,138.9,0.07618
inverter,4,15.01,0.008236
multi-input combinational,38,411.6,0.2258
[cells in the final DEF (no fill, tap or decap), types with 2 or more instances in the layout]
master,Yosys,final
dfrtp_1,28,28
clkinv_2,0,2
mux2_1,8,8
buf_4,1,2
clkdlybuf4s50_1,0,38
mux2_2,8,8
inv_1,3,3
xnor2_1,2,2
clkbuf_8,0,5
dfstp_2,2,2
mux2_4,10,10
[power by group through the flow]
stage | clock (uW) | combinational (uW) | sequential (uW)
CTS | 663 | 782 | 944
global route | 693 | 820 | 963
finish | 627 | 748 | 939
[final timing paths]
kind,depth (start not counted),to,from,slack (ns)
worst max register to register,3,random_addr[10],state[1],0.55
min in group asynchronous,3,data[3],rst,0.47
worst min register to register,2,req_reg[0],req_reg[0],0.46
max in group asynchronous,3,random_addr[0],rst,1.09
worst min-delay path,2,req_reg[0],req_reg[0],0.46
worst max-delay path,1,D_STATE[0],state[0],0.22
[per-layer routing]
layer | global-route usage | vias up | part of all wire
met5 | 0 | - | 0
met4 | 0.007414 | 0 | 0.015
met3 | 0.02167 | 4 | 0.12
met2 | 0.05399 | 32 | 0.40
met1 | 0.05241 | 344 | 0.46
li1 | - | 347 | -
[cell usage after synthesis, drive strengths merged]
master  instances  share of area
a31oi           1         0.0052
a21oi           2          0.011
nand2b          1          0.011
nor2            2         0.0083
mux2           26           0.27
o21a            1         0.0062
xnor2           2          0.014
buf             3          0.025
nand2           1         0.0031
dfstp           2          0.043
conb            1         0.0031
inv             4          0.012
o21ai           1         0.0041
dfrtp          28           0.58
[stage by stage]
stage	total power (uW)	hold slack [ns]
5_1_grt	2475	0.4898
3_3_place_gp	1718	0.4535
4_1_cts	2388	0.4688
3_5_place_dp	1731	0.4539
2_1_floorplan	1343	0.4373
6_report	2314	0.4616
Power and IR drop assume default switching activity.
